### ./design.v
module DBC
(input CLK
,input KEY 
,output KP 
);
reg[18:0]cnt_h; 
reg[18:0]cnt_l; 
reg kp;
always @(posedge CLK) 
	if(!KEY)
		cnt_l<=cnt_l+1'b1;
	else
		cnt_l<=0;
always@(posedge CLK) 
	if(KEY)
		cnt_h<=cnt_h+1'b1;
	else
		cnt_h<= 0;
always@(posedge CLK) 
	if(cnt_h==19'h7a120)
		kp<=1;
	else if(cnt_l==19'h7a120)
		kp<=0;
	else
		kp<=kp;
assign KP=kp;
endmodule
module LED(input CLK,input[2:0]FLAG,output LED);
wire UP;
wire DW;
wire STT0;
wire STT1;
PWM up(CLK,1'b1,STT0,UP);
PWM dw(CLK,1'b0,STT1,DW);
reg[2:0]flag;
reg E=1'b0;
always@(posedge STT0)
	if(!E)begin
		flag<=FLAG;
		E<=1'b1;
	end
	else if(flag==3'b111)
		flag<=1'b0;
	else
		flag<=flag+1'b1;
assign LED=(flag==3'b000)?UP:((flag==3'b001)?DW:1'b1);
endmodule
module PWM
(input CLK
,input FLAG 
,output STT 
,output PWM
);
reg[12:0]cnt1;
reg[12:0]cnt2;
parameter[12:0]freq=13'd4000; 
reg stt; 
always@(posedge CLK)
	if(cnt2==freq-1'b1) 
		stt<=1'b1;
	else
		stt<=1'b0;
assign STT=stt;
always@(posedge CLK)
	if(cnt1>=freq-1'b1) 
		cnt1<=1'b0;
	else 
		cnt1<=cnt1+1'b1;
always@(posedge CLK)
	if(cnt1==freq-1'b1) 
		if(FLAG) 
			if(cnt2>=freq-1'b1)
				cnt2<=1'b0;
			else
				cnt2<=cnt2+1'b1; 
		else 
			if(cnt2<=0)
				cnt2<=freq-1'b1;
			else 
				cnt2<=cnt2-1'b1; 
	else
		cnt2<=cnt2;
assign PWM=(cnt1<cnt2)?1'b0:1'b1; 
endmodule
module RGB(input CLK,input[1:0]FLAG,output LED);
wire UP;
wire DW;
wire STT0;
wire STT1;
PWM up(CLK,1'b1,STT0,UP);
PWM dw(CLK,1'b0,STT1,DW);
reg[1:0]flag;
reg E=1'b0;
always@(posedge STT0)
	if(!E)begin
		flag<=FLAG;
		E<=1'b1;
	end
	else if(flag==2'b10)
		flag<=1'b0;
	else
		flag<=flag+1'b1;
assign LED=(flag==2'b00)?UP:((flag==2'b01)?DW:1'b1);
endmodule
module RainbowRGB
(input CLK
,input BTN
,output[7:0]LED
,output[2:0]RGB
);
wire BP;
DBC i0(CLK,BTN,BP);
reg E=1'b0;
always@(posedge BP)
    E<=~E;
wire[7:0]led;
LED i1(CLK,3'b000,led[0]);
LED i2(CLK,3'b001,led[1]);
LED i3(CLK,3'b010,led[2]);
LED i4(CLK,3'b011,led[3]);
LED i5(CLK,3'b100,led[4]);
LED i6(CLK,3'b101,led[5]);
LED i7(CLK,3'b110,led[6]);
LED i8(CLK,3'b111,led[7]);
assign LED=(E==1)?led:8'b1111_1111;
wire[2:0]rgb;
RGB i9(CLK,2'b00,rgb[0]);
RGB i10(CLK,2'b01,rgb[1]);
RGB i11(CLK,2'b10,rgb[2]);
assign RGB=(E==0)?rgb:3'b111;
endmodule
### ./run.sh
#!/bin/bash
# OpenROAD 26Q1-2900-gdf79404cd8, Yosys 0.63+post, stock flow scripts
make -C /OpenROAD-flow-scripts/flow DESIGN_CONFIG=/design/flow/config.mk WORK_HOME=/design/flow/orfs finish
### ./config.mk
export PLATFORM = sky130hd
export DESIGN_NAME = RainbowRGB
export DESIGN_NICKNAME = RainbowRGB
export VERILOG_FILES = /design/flow/design.v
export SDC_FILE = /design/flow/constraint.sdc
export NUM_CORES = 4
export LEC_CHECK = 1
export CORE_UTILIZATION = 50
### ./constraint.sdc
current_design RainbowRGB

set clk_period 4.1
set clk_io_pct 0.2

create_clock -name clk0 -period $clk_period [get_ports {CLK}]

set non_clock_inputs [all_inputs -no_clocks]
set_input_delay [expr $clk_period * $clk_io_pct] -clock clk0 $non_clock_inputs
set_output_delay [expr $clk_period * $clk_io_pct] -clock clk0 [all_outputs]
==> notes.md <==
Status on the layout run. The flow ran to the end, and the final reports show no timing, DRC or antenna violations. Worst path required time landed at 3.28 ns. CTS H-tree depth landed at 3. The synthesized netlist was found by Yosys to have 3,754 cells. In the CTS report, the clock slew at the register clock pins of the worst setup and hold paths is listed as 0.06 ns.

Fraction of synthesized cell area taken by the top area cell type landed at 0.2420. Counting the fill cells in the layout gives 6,195. STA classifies the critical path startpoint as a flip-flop. Aggregate global-route resource usage landed at 0.1868. The number of warnings reported in the stage logs is 49.

The most common logic cell in the final layout is sky130_fd_sc_hd__nor2_1. Depth of the worst register-to-register path landed at 7. In the hold report, the worst path ends at i4.up.stt. Pin count of the biggest net entering global routing landed at 39. The routed design shows a wire length per standard cell of 12.61 um. The largest registers in the layout are i0.cnt_h: 19 flops, i0.cnt_l: 19 flops. Number of max-slew violations in the final report landed at 0.

After its last routability iteration, the placer logged a weighted congestion of 0.8398. The most common logic cells in the final layout are sky130_fd_sc_hd__nor2_1, sky130_fd_sc_hd__dfxtp_1, sky130_fd_sc_hd__inv_1. Largest fanout on the critical path landed at 6. Flip-flop and latch count after synthesis landed at 664. Routed wire length landed at 61,330 um. At the floorplan stage, the core utilization is reported as 0.5059. Placeable core region landed at 0.07015 mm^2.

Number of max-cap violations landed at 0. According to the Yosys statistics, the synthesized design has a chip area of 0.03549 mm^2. Setup TNS after final layout landed at 0 ns.

After clock tree synthesis, the setup repair step added 0 buffers. At the worst endpoint, the arrival time is 3.01 ns. Post-layout instance count excluding filler cells landed at 4,862. The endpoint identified for the worst register-to-register timing path is i10.dw.cnt2[0]. Per the OpenROAD floorplan log, the width of the die is 268.4 um. TritonCTS built the clock tree. Once placement completed, the tool counted placed cells totaling 4,725. Largest voltage drop on the vdd net landed at 0.2811 mV. The worst setup path is captured at an output port.

The worst hold path begins at i4.up.cnt2[12]. The setup path with the least slack is of type reg -> out. DRC marker count from the first detailed-route iteration landed at 1,216. The synthesized design spends more area on one cell type than any other, namely sky130_fd_sc_hd__edfxtp_1. Reg-to-reg setup timing slack landed at 1.94 ns.

In the synthesized netlist, the number of instances is 3,754. By area the synthesized netlist is led by sky130_fd_sc_hd__edfxtp_1, sky130_fd_sc_hd__dfxtp_1, sky130_fd_sc_hd__ha_1. The via count of the first global-routing pass came to 23.43k. Achievable frequency landed at 0.2610 GHz.

According to the report, the first pass of detailed routing completed in 5 iterations. Number of antenna violations at the first check in global routing landed at 0. The commonest register cell is sky130_fd_sc_hd__dfxtp_1. Count of unclocked register or latch pins landed at 42.

Number of port buffers landed at 12. Per the detail_route report, the via count comes to 24.51k. The report lists the number of standard-cell rows as 97.

Cell area after technology mapping landed at 0.03549 mm^2. In the routed design, unresolved DRC markers number 0. The pin closest to its max-slew limit shows a slew of 0.6853 ns.

For the worst-skew pair, the clock arrives at the later sink with an insertion delay of 0.60 ns. Final global-route overflow total landed at 0. Endpoints failing hold in the final report were tallied at 0.

The final timing report lists clock skew as 0.02019 ns. Time the worst path needs with I/O delays and setup landed at 3.831 ns. Yosys reported that registers with async set or reset make up 0.

Boundary pin count landed at 13. Looking at the reg2reg group, the worst path starts from i10.dw.cnt2[0]. Checking hold timing, the worst path is listed with class reg -> reg.

Per the final layout report, the fraction of cells sized above drive strength 1 comes to 0.04642. The die covers 0.07205 mm^2. Headroom to the max-slew limit landed at 0.5383. The first global-routing pass estimated 108,900 um of wire. Total of warnings raised by yosys landed at 5. Number of CTS-inserted buffers landed at 74. In the routed layout, each cell is associated on average with a via count of 5.041. Leakage component of the power landed at 0.01624 uW. Register share after synthesis landed at 0.4552. Setup repair after global routing left no endpoint under its margin. Detailed placement finished with a half-perimeter wire length of 43,540 um. The clock passes through at most 3 buffers. The post-synth count of flops with an enable pin is 286.

Area growth from synthesis to layout landed at 11.32%. The number of different library cells used by synthesis comes to 63. Average size of a mapped cell landed at 9.454 um^2. Post-CTS repair ended up resizing 0 cells. Hold buffer count at CTS landed at 0. The design draws 13,480 uW. Instance count along the most critical hold path landed at 1. Per the CTS log, the root buffer master is sky130_fd_sc_hd__clkbuf_16. According to the floorplan report, the die height is 268.4 um. Count of endpoints without a timing constraint landed at 31. Final tally of setup violations landed at 0. Ratio of total power to cell area landed at 341.2 mW/mm^2. Post-route worst hold slack landed at 0.4464 ns. Count of nets left with antenna violations after detail routing landed at 0. Of the available clock period, the critical path in the final layout requires 0.9345.
Yosys cell counts (4+ instances only):
master	count
sky130_fd_sc_hd__and3_1	78
sky130_fd_sc_hd__xor2_1	130
sky130_fd_sc_hd__clkbuf_1	42
sky130_fd_sc_hd__or3_1	8
sky130_fd_sc_hd__o2111ai_1	5
sky130_fd_sc_hd__and4_1	16
sky130_fd_sc_hd__a211o_1	20
sky130_fd_sc_hd__xnor2_1	279
sky130_fd_sc_hd__a21oi_1	140
sky130_fd_sc_hd__a2111oi_0	25
sky130_fd_sc_hd__nor4_1	30
sky130_fd_sc_hd__a31oi_1	28
sky130_fd_sc_hd__and4b_1	4
sky130_fd_sc_hd__nor2b_1	27
sky130_fd_sc_hd__nand3_1	235
sky130_fd_sc_hd__and2_1	31
sky130_fd_sc_hd__nand2_1	270
sky130_fd_sc_hd__o41ai_1	10
sky130_fd_sc_hd__o21ai_0	49
sky130_fd_sc_hd__or4_1	6
sky130_fd_sc_hd__nor3b_1	9
sky130_fd_sc_hd__inv_1	362
sky130_fd_sc_hd__nor3_1	77
sky130_fd_sc_hd__nor4bb_1	11
sky130_fd_sc_hd__a22oi_1	10
sky130_fd_sc_hd__or2_2	13
sky130_fd_sc_hd__nand4_1	106
sky130_fd_sc_hd__ha_1	352
sky130_fd_sc_hd__nor2_1	581
sky130_fd_sc_hd__nand2b_1	11
sky130_fd_sc_hd__nand3b_1	11
sky130_fd_sc_hd__a21o_1	41
sky130_fd_sc_hd__and3b_1	7
sky130_fd_sc_hd__dfxtp_1	378
sky130_fd_sc_hd__edfxtp_1	286
sky130_fd_sc_hd__nor4b_1	10
sky130_fd_sc_hd__o211ai_1	11
routing by layer:
layer,up-vias,part of all wire,global-route usage
met5,-,0,0
met4,0,0.022,0.03440
met3,84,0.026,0.02534
met2,193,0.41,0.2691
met1,11040,0.54,0.3193
li1,13190,-,-
critical path, stage by stage (launching register included):
cell and delay [ns]:
sky130_fd_sc_hd__edfxtp_1 0.44, sky130_fd_sc_hd__inv_1 0.07, sky130_fd_sc_hd__ha_1 0.29, sky130_fd_sc_hd__nand2_1 0.05, sky130_fd_sc_hd__o21ai_0 0.15, sky130_fd_sc_hd__nand3_1 0.10, sky130_fd_sc_hd__a2111oi_0 0.54, sky130_fd_sc_hd__o32a_1 0.29
sky130_fd_sc_hd__clkdlybuf4s50_1 0.47
power breakdown:
group	leakage, uW	total (uW)	internal [uW]	switching (uW)
Clock	0.00120	6610	4040	2570
Sequential	0.00578	6600	6510	89.8
Combinational	0.00926	275	120	155
Total	0.0162	13500	10700	2810
worst max path at each step:
stage	startpoint	cells past startpoint	to	slack [ns]
after CTS	i11.up.cnt2[2]	8	RGB[2]	0.13
final	i11.up.cnt2[2]	8	RGB[2]	0.27
after global routing	i11.up.cnt2[2]	8	RGB[2]	0.1
area by class of cell:
class | count | area [um^2] | share of cell area
antenna | 1 | 2.502 | 0.00006334
clock buffer | 109 | 2167 | 0.05485
clock inverter | 27 | 296.5 | 0.007506
inverter | 362 | 1359 | 0.03439
multi-input combinational | 2725 | 18070 | 0.4573
sequential | 664 | 16160 | 0.4089
tap | 940 | 1176 | 0.02977
timing repair buffer | 34 | 285.3 | 0.007221
stage by stage:
stage / instance area, um^2 / util / worst slack [ns]
finish: 39510 / 0.5632 / 0.2687
global route: 39510 / 0.5632 / 0.09756
CTS: 39510 / 0.5632 / 0.1340
detailed placement: 37040 / 0.5280 / 0.8550
global placement: 37040 / 0.5280 / 0.8389
floorplan: 35650 / - / 1.463
kinds of logic (layout without fill, tap and decap cells):
logic type,Yosys count,count (layout),share of synthesized area
xor gates and xnor gates,409,409,0.1009
muxes,1,1,0.0003173
and+or+nand+nor,1562,1562,0.2123
AOI/OAI and AO/OA,357,357,0.06371
other,2,45,0.0002116
DFF,664,664,0.4552
adders and majority gates,352,352,0.1241
buffers and inverters,407,532,0.04315
Power figures rest on the tool's default switching activity, not on a simulated workload.
